<file path="flow/run.sh">
#!/bin/bash
# OpenROAD 26Q1-2900-gdf79404cd8, Yosys 0.63+post, stock flow scripts
make -C /OpenROAD-flow-scripts/flow DESIGN_CONFIG=/design/flow/config.mk WORK_HOME=/design/flow/orfs finish
</file>
<file path="flow/config.mk">
export PLATFORM = sky130hd
export DESIGN_NAME = top_module
export DESIGN_NICKNAME = top_module
export VERILOG_FILES = /design/flow/design.v
export SDC_FILE = /design/flow/constraint.sdc
export NUM_CORES = 4
export LEC_CHECK = 1
export CORE_UTILIZATION = 40
</file>
<file path="flow/constraint.sdc">
current_design top_module

set clk_period 3.3
set clk_io_pct 0.2

create_clock -name clk0 -period $clk_period [get_ports {read_clk}]
create_clock -name clk1 -period $clk_period [get_ports {write_clk}]

set non_clock_inputs [all_inputs -no_clocks]
set_input_delay [expr $clk_period * $clk_io_pct] -clock clk0 $non_clock_inputs
set_output_delay [expr $clk_period * $clk_io_pct] -clock clk0 [all_outputs]
</file>
<file path="flow/design.v">
`timescale 1ns / 1ps
module fifo_memory(
    input wire [7:0] write_data,
    input wire [3:0] write_addr,
    input wire write_enable_1,
    input wire [3:0] read_addr,
    input wire read_enable_1,
    input wire write_clk,
    input wire write_rst,
    input wire read_clk,
    input wire read_rst,
    output reg [7:0] read_data
);
    reg [7:0] fifo_data_next[0:7];
    reg [7:0] fifo_data[0:7];
    reg [7:0] read_data_next;
    integer i;
    integer j;
    always @(posedge write_clk or negedge write_rst) begin
            if(!write_rst) begin
                for(i = 0; i <= 7 ; i = i + 1) begin
                    fifo_data[i] <= 8'h00;    
                end 
            end else begin
                for(i = 0; i <= 7; i = i + 1) begin
                    fifo_data[i] <= fifo_data_next[i];
                end
        end
    end
    always @(posedge read_clk or negedge read_rst) begin
        if(!read_rst) begin
            read_data <= 8'b00;
        end else begin
            read_data <= read_data_next;
        end
    end
    always @(*) begin
        read_data_next = read_data;
        for(j = 0; j <= 7; j = j + 1) begin
            fifo_data_next[j] = fifo_data[j];
        end
        if (write_enable_1) begin
            fifo_data_next[write_addr[2:0]] = write_data;
        end 
        if (read_enable_1) begin
            read_data_next = fifo_data[read_addr[2:0]];
        end
    end
endmodule
`timescale 1ns / 1 ps
module gray_code_sync(
    input wire [3:0] gray_in,
    input wire clkb,
    input clka,
    input clka_rst,
    input clkb_rst,
    output reg [3:0] gray_out
);
    reg [3:0] gray_sync1; 
    reg [3:0] gray_sync2;
    always @(posedge clka or negedge clka_rst) begin
        if(!clka_rst)
        begin
            gray_sync1 <= 4'b0000;
        end else begin
            gray_sync1 <= gray_in;
        end
    end
    always @(posedge clkb or negedge clkb_rst) begin
        if(!clkb_rst) begin
            gray_sync2 <= 4'b0000;
            gray_out <= 4'b0000;
        end else begin
            gray_sync2 <= gray_sync1;
            gray_out <= gray_sync2;
        end
    end
endmodule
`timescale 1ns / 1ps
module read_control_logic(
    input wire read_clk,
    input wire read_rst,
    input wire read_enable,
    input wire [3:0] write_addr_gray,
    output reg empty,
    output reg [3:0] read_addr,
    output reg read_enable_1,
    output reg [3:0] read_addr_gray
);
    reg [3:0] read_addr_next;
    reg empty_next;
    reg [3:0] write_binary;
    always @(posedge read_clk or negedge read_rst) begin
        if (!read_rst) begin
            read_addr <= 4'b0000;
            empty <= 1'b1;  
        end else begin
            read_addr <= read_addr_next;
            empty <= empty_next;
        end
    end
    always @(*) begin
        read_addr_next = read_addr;
        empty_next = empty;
        read_addr_gray = {read_addr[3], read_addr[2] ^ read_addr[3], read_addr[1] ^ read_addr[2], read_addr[0] ^ read_addr[1]};
        write_binary = {write_addr_gray[3], write_addr_gray[3] ^ write_addr_gray[2], write_addr_gray[3] ^ write_addr_gray[2] ^ write_addr_gray[1], write_addr_gray[3] ^ write_addr_gray[2] ^ write_addr_gray[1] ^ write_addr_gray[0]};
        if (read_enable == 1'b1 && empty == 1'b0) begin
            read_addr_next = read_addr + 1;  
            read_enable_1 = 1'b1;
        end else begin
            read_enable_1 = 1'b0;
        end
        if (read_addr_next == write_binary) begin
            empty_next = 1'b1;    
        end else begin
            empty_next = 1'b0;    
        end 
    end
endmodule
`timescale 1ns / 1ps
module top_module(
    input wire [7:0] write_data,
    input wire write_clk,
    input wire write_rst,
    input wire write_enable,
    input wire read_rst,
    input wire read_clk,
    input wire read_enable,
    output wire [7:0] read_data,
    output wire full,
    output wire empty
);
    wire [3:0] write_addr_gray_1, read_addr_gray, synced_read_addr_gray, synced_write_addr_gray;
    wire [3:0] write_addr, read_addr;
    wire write_enable_1, read_enable_1;
    write_control_logic write_ctrl(
        .write_clk(write_clk),
        .write_enable(write_enable),
        .read_addr_gray(synced_read_addr_gray),
        .write_rst(write_rst),
        .full(full),
        .write_addr(write_addr),
        .write_enable_1(write_enable_1),
        .write_addr_gray(write_addr_gray_1)
    );
    read_control_logic read_ctrl(
        .read_clk(read_clk),
        .read_rst(read_rst),
        .read_enable(read_enable),
        .write_addr_gray(synced_write_addr_gray),
        .empty(empty),
        .read_addr(read_addr),
        .read_enable_1(read_enable_1),
        .read_addr_gray(read_addr_gray)
    );
    fifo_memory memory(
        .write_data(write_data),
        .write_addr(write_addr),
        .write_enable_1(write_enable_1),
        .read_addr(read_addr),
        .read_enable_1(read_enable_1),
        .read_data(read_data),
        .read_clk(read_clk),
        .write_clk(write_clk),
        .read_rst(read_rst),
        .write_rst(write_rst)
    );
    gray_code_sync sync_write(
        .gray_in(write_addr_gray_1),
        .clka(write_clk),
        .clka_rst(write_rst),
        .clkb_rst(read_rst),
        .clkb(read_clk),
        .gray_out(synced_write_addr_gray)
    );
    gray_code_sync sync_read(
        .gray_in(read_addr_gray),
        .clka(read_clk),
        .clka_rst(read_rst),
        .clkb(write_clk),
        .clkb_rst(write_rst),
        .gray_out(synced_read_addr_gray)
    );
endmodule
`timescale 1ns / 1ps
module write_control_logic(
    input wire write_clk,
    input wire write_enable,
    input wire [3:0] read_addr_gray,
    input wire write_rst,
    output reg full,
    output reg [3:0] write_addr,
    output reg write_enable_1,
    output reg [3:0] write_addr_gray
);
    reg [3:0] write_addr_next;
    reg full_next;
    reg [3:0] read_binary;
    always @(posedge write_clk or negedge write_rst) begin
        if (!write_rst) begin
            write_addr <= 4'b0000;
            full <= 1'b0;
        end else begin
            write_addr <= write_addr_next;
            full <= full_next;       
        end
    end
    always @(*) begin
        write_addr_next = write_addr;
        full_next = full;
        write_addr_gray = {write_addr_next[3], write_addr_next[3] ^ write_addr_next[2], write_addr_next[2] ^ write_addr_next[1], write_addr_next[1] ^ write_addr_next[0]};
        read_binary = {read_addr_gray[3], read_addr_gray[3] ^ read_addr_gray[2], read_addr_gray[3] ^ read_addr_gray[2] ^ read_addr_gray[1], read_addr_gray[3] ^ read_addr_gray[2] ^ read_addr_gray[1] ^ read_addr_gray[0]};
        if (write_enable && !full) begin
                write_addr_next = write_addr + 1;
                write_enable_1 = 1'b1;
        end else begin
            write_enable_1 = 1'b0;
        end
        if((write_addr_next[3] != read_binary[3]) && (write_addr_next[2:0] == read_binary[2:0])) begin
            full_next = 1'b1;
        end else begin
            full_next = 1'b0;
        end
    end
endmodule
</file>
==> out/results.ini <==
[finish]
stdcell_count = 521
layout_top_cell = dfrtp_1
area_growth_pct = 16.53
drive_above_1_share_pct = 27.03
final_cell_mix = 105 x dfrtp_1, 72 x mux2_2, 30 x nand2_1, 21 x clkdlybuf4s50_1, 15 x o21ai_0

[run_status]
status = finished clean

[clock_tree]
cts_hold_buf = 0
cts_tree = done
cts_setup_buffers = 0
post_cts_resized = 0
cts_sinks = 106
path_clk_slew_ps = 60

[power]
power_density_nw_per_um2 = 1101
p_int_mw = 3.831
swShare_pct = 34.23
pwr-share-comb_pct = 39.8
power.share.clock_pct = 20.0
total_power_mw = 5.825
p_leak_nw = 2.275
vdd.ir_drop.worst_uv = 513.5
power_frac_seq_pct = 40.1
power.switching_mw = 1.994

[worst_setup_path]
cp.arrival_ps = 2800
worstSetupStartpoint = write_ctrl.write_addr[2]
path_class = reg2reg
cp_slowest_cell = dfrtp_1
critPathMaxStageDelay_ps = 500
path_cells = clkinv_1 > ha_1 > or3_1 > nand2b_4 > a211oi_4 > mux2_2
startpoint_type = flip-flop
r2r_start = write_ctrl.write_addr[2]
cp_max_fo = 8
r2r_slack_ps = 710
worstPathRequired_ps = 3510
end_kind = flip-flop

[logic_synthesis]
yosysWarnings = 6
synth.distinct_cells = 38
syn_area_um2 = 4541
yosysSeqAreaShare_pct = 58.45
ys_cells = 344
ys_area_um2 = 4541
synthCells = 344
numSynthFlops = 106
synthArstFlopShare_pct = 100.0
edf_count = 0
avgSynthCellArea_um2 = 13.20
ff_type = dfrtp_1

[drt]
drt-initial-drc-count = 141
drtAntennaViolNets = 0
drt-vias-per-instance = 5.269
n_antenna_cell = 0
routed_wl_um = 9162
remaining_drc_errors = 0
avgRoutedWirePerCell_um = 17.59
vias = 2745
dr.pass1.iters = 7

[floorplanning]
row_count = 38
chip_area_um2 = 11780
initial_core_util_pct = 41.52
die_y_um = 108.5
io_pins = 24
core_region_area_um2 = 10940
fp.dieW_um = 108.5

[sta]
setup_viol = 0
hold_violations = 0
drv_slew = 0
slew-limit-headroom_pct = 42.76
fin_skew_ps = 9.533
setup_tns_ps = 0
rsz0062_at_grt = false
tightest_slew_ps = 852.8

[global_routing]
grt_overflow_total = 0
grt_pass1_vias = 2821
grt_pass1_wl_um = 15090
grt_usage_pct = 17.74
grt_max_degree = 39
antenna_found_initial = 0

[place]
dp_hpwl_um = 6303
finalWeightedCongestion = 0.8319
port_buffers = 22
place_inst = 502

[job]
max_cap_viol_count = 0
warnings = 34

[hold_path]
hp-class = in2async

metrics by stage:
stage / cell area (µm²) / hold slack (ps) / setup WS [ps] / utilization [%]
after global placement: 4938 / 332.7 / 449.5 / 45.16
after CTS: 5291 / 214.3 / 716.9 / 48.39
after floorplan: 4541 / 331.2 / 879.7 / -
after global routing: 5291 / 225.7 / 556.7 / 48.39
final: 5291 / 215.5 / 712.4 / 48.39
after detailed placement: 4938 / 334.7 / 399.6 / 45.16
critical path, delay by kind of cell (launching register included):
| family | cells | cell delay, ps |
|---|---|---|
| simple gates | 2 | 580 |
| flops | 1 | 500 |
| compound gates | 1 | 440 |
| mux | 1 | 390 |
| buf+inv | 1 | 290 |
| fa+ha+maj | 1 | 270 |
power by group through the flow:
stage | logic, mW | registers [mW] | clock network, mW
6_report | 2.32 | 2.34 | 1.17
5_1_grt | 2.59 | 2.42 | 1.25
4_1_cts | 2.33 | 2.34 | 1.20
cells by family (layout without fill, tap and decap cells):
group	count (synthesis)	after routing	share of synthesized area [%]
XOR/XNOR	14	14	2.701
multiplexers	72	72	17.86
adder cells (fa/ha/maj)	14	14	3.858
AND/OR/NAND/NOR	66	66	6.779
flip-flops	106	106	58.45
buffers and inverters	22	59	2.039
AND-OR/OR-AND	50	50	8.322
worst paths after layout:
| path | to | depth (start not counted) |
|---|---|---|
| max in group clk0 | memory.read_data[4] | 6 |
| max in group asynchronous | read_ctrl.empty | 2 |
| worst max-delay path | memory.fifo_data[5][6] | 6 |
| min in group clk1 | sync_read.gray_sync2[2] | 0 |
| worst min register to register | sync_read.gray_sync2[2] | 0 |
| worst max register to register | memory.fifo_data[5][6] | 6 |
| worst min-delay path | memory.fifo_data[1][4] | 1 |
| min in group clk0 | sync_write.gray_out[2] | 0 |
final cells by class:
type / instances / area (µm²)
sequential: 106 / 2654
timing repair buffer: 30 / 277.8
tap: 140 / 175.2
clock buffer: 14 / 317.8
clock inverter: 5 / 35.03
fill: 936 / 5644
multi-input combinational: 216 / 1794
inverter: 10 / 37.54
Yosys cell counts (all sizes together), types with 5 or more instances:
master,instances,area [µm²]
a222oi,8,80.08
clkbuf,8,30.03
dfrtp,105,2628
ha,14,175.2
inv,9,33.78
mux2,72,810.8
nand2,30,112.6
nand3,5,25.02
nor2,11,41.29
o21ai,19,95.09
xnor2,8,70.07
xor2,6,52.55
registers in the layout, summed over array words and instances, names as in the netlist:
| name | cells |
|---|---|
| memory.fifo_data | 64 |
| memory.read_data | 8 |
| read_ctrl.empty | 1 |
| read_ctrl.read_addr | 4 |
| sync_read.gray_out | 4 |
| sync_read.gray_sync1 | 4 |
| sync_read.gray_sync2 | 4 |
| sync_write.gray_out | 4 |
| sync_write.gray_sync1 | 4 |
| sync_write.gray_sync2 | 4 |
| write_ctrl.full | 1 |
| write_ctrl.write_addr | 4 |
layer usage:
| metal | track usage [%] | routed length [µm] |
|---|---|---|
| met5 | 0 | 0 |
| met4 | 2.896 | 119 |
| met3 | 4.540 | 583 |
| met2 | 25.77 | 4107 |
| met1 | 28.41 | 4351 |
No activity file was given, so power comes from the tool's default toggle rates.
